===== design/flow/design.v =====
module Train(
    clk,
    rst_n,
	in_valid,
	data,
    out_valid,
	result
);
input        clk;
input 	     in_valid;
input        rst_n;
input  [3:0] data;
output   reg out_valid;
output   reg result; 
reg [3:0] counter_11_dff, counter_11_comb;
reg [3:0] IN_num, IN_num_dff;
reg [3:0] cur_state, nxt_state;
reg [3:0] stack [0:9];
reg [3:0] stack_dff [0:9];
reg [3:0] format [0:9];
reg [3:0] format_dff [0:9];
reg [3:0] quene [0:9];
reg [3:0] quene_dff [0:9];
reg [3:0] cur_addr, cur_addr_dff;
reg [3:0] counter, counter_dff;
reg out_valid_comb, result_comb;
parameter   INPUT = 0;
parameter   PUSH = 1;
parameter   POP = 2;
parameter   OUT = 3;
integer  i;
always @(posedge clk or negedge rst_n) begin
    if(!rst_n)begin
        cur_state <= 0;
        cur_addr_dff <= 0;
        counter_11_dff <= 0;
        counter_dff <= 0;
        out_valid <= 0;
        result <= 0;
        IN_num_dff <= 0;
        for(i = 0; i < 10; i = i + 1)begin
            format_dff[i] <= 0;
            quene_dff[i] <= i + 1;
            stack_dff[i] <= 0;
        end 
    end
    else begin
        cur_state <= nxt_state;
        cur_addr_dff <= cur_addr;
        counter_11_dff <= counter_11_comb; 
        counter_dff <= counter;
        out_valid <= out_valid_comb;
        result <= result_comb;
        IN_num_dff <= IN_num;
        for(i = 0; i < 10; i = i + 1)begin
            format_dff[i] <= format[i];
            quene_dff[i] <= quene[i];
            stack_dff[i] <= stack[i];
        end
    end
end
always @(*) begin
    if(cur_state == INPUT)begin
        counter_11_comb = counter_11_dff;
        out_valid_comb = 0;
        result_comb = 0;
        if(in_valid)begin
            counter_11_comb = counter_11_dff + 1;
        end
        if(counter_11_dff == IN_num_dff && IN_num_dff != 0)begin
            nxt_state = PUSH;
        end 
        else begin
            nxt_state = INPUT;
        end
    end
    else if(cur_state == PUSH)begin
        out_valid_comb = 0;
        result_comb = 0;
        counter_11_comb = 0;
        if(stack_dff[0] == format_dff[cur_addr_dff])begin
            nxt_state = POP;
        end
        else begin
            if(counter_dff == IN_num + 1)begin
                nxt_state = OUT;
                out_valid_comb = 1;
                result_comb = 0;
            end
            else begin
                nxt_state = PUSH;
            end
        end
    end
    else if(cur_state == POP)begin
        out_valid_comb = 0;
        result_comb = 0;
        counter_11_comb = 0;
        if(stack_dff[0] == 0)begin
            nxt_state = OUT;
            out_valid_comb = 1;
            result_comb = 1;
        end
        else begin
            nxt_state = PUSH;
        end
    end
    else begin
        counter_11_comb = 0;
        out_valid_comb = 0;
        result_comb = 0;
        nxt_state = INPUT;
    end
end            
always @(*) begin
    if(cur_state == INPUT)begin
        cur_addr = 0;
        counter = 0;
        if(in_valid)begin
            IN_num = IN_num_dff;
            for(i = 0; i < 10; i = i + 1)begin
                quene[i] = i + 1;
                format[i] = format_dff[i];
                stack[i] = 0;
            end
            if(in_valid)begin
                case(counter_11_dff)
                    0:IN_num = data;
                    1:format[0] = data;
                    2:format[1] = data;
                    3:format[2] = data;
                    4:format[3] = data;
                    5:format[4] = data;
                    6:format[5] = data;
                    7:format[6] = data;
                    8:format[7] = data;
                    9:format[8] = data;
                    10:format[9] = data;
                endcase
            end
        end
        else begin
            IN_num = IN_num_dff;
            for(i = 0; i < 10; i = i + 1)begin
                quene[i] = i + 1;
                format[i] = format_dff[i];
                stack[i] = 0;
            end
        end
    end
    else if(cur_state == PUSH)begin
        IN_num = IN_num_dff;
        for(i = 0; i < 10; i = i + 1)begin
            format[i] = format_dff[i];
        end
        if(stack_dff[0] != format_dff[cur_addr_dff])begin
            stack[0] = quene_dff[0];
            counter = counter_dff + 1;
            for(i = 1; i < 10; i = i + 1)begin
                stack[i] = stack_dff[i - 1];
            end
            quene[9] = 0;
            for(i = 0; i < 9; i = i + 1)begin
                quene[i] = quene_dff[i + 1];
            end
            cur_addr = cur_addr_dff;
        end
        else begin
            cur_addr = cur_addr_dff ;
            counter = counter_dff;
            for(i = 0; i < 10; i = i + 1)begin
                stack[i] = stack_dff[i];
                quene[i] = quene_dff[i];
            end
        end
    end
    else if(cur_state == POP)begin
        IN_num = IN_num_dff;
        cur_addr = cur_addr_dff + 1;
        counter = counter_dff;
        for(i = 0; i < 10;i = i + 1)begin
            format[i] = format_dff[i];
            quene[i] = quene_dff[i];
        end
        stack[9] = 0;
        for(i = 0; i < 9; i = i + 1)begin
            stack[i] = stack_dff[i + 1];
        end
    end
    else begin
        IN_num = 0;
        cur_addr = 0;
        counter = 0;
        for(i = 0; i < 10; i = i + 1)begin
            format[i] = 0;
            quene[i] = i + 1;
            stack[i] = 0;
        end
    end
end
endmodule

===== design/flow/run.sh =====
#!/bin/bash
# OpenROAD 26Q1-2900-gdf79404cd8, Yosys 0.63+post, stock flow scripts
make -C /OpenROAD-flow-scripts/flow DESIGN_CONFIG=/design/flow/config.mk WORK_HOME=/design/flow/orfs finish

===== design/flow/config.mk =====
export PLATFORM = sky130hd
export DESIGN_NAME = Train
export DESIGN_NICKNAME = Train
export VERILOG_FILES = /design/flow/design.v
export SDC_FILE = /design/flow/constraint.sdc
export NUM_CORES = 4
export LEC_CHECK = 1
export CORE_UTILIZATION = 30

===== design/flow/constraint.sdc =====
current_design Train

set clk_period 4.7
set clk_io_pct 0.2

create_clock -name clk0 -period $clk_period [get_ports {clk}]

set non_clock_inputs [all_inputs -no_clocks]
set_input_delay [expr $clk_period * $clk_io_pct] -clock clk0 $non_clock_inputs
set_output_delay [expr $clk_period * $clk_io_pct] -clock clk0 [all_outputs]

==> results.txt <==
This note records the results obtained with Yosys and OpenROAD.

Status
The flow ran to the end, and the final reports show no timing, DRC or antenna violations.

STA
Per the timing report, the achievable frequency comes out to 293.8 MHz. The final timing report derives a shortest allowable period of 3.403 ns. Setup total negative slack on the finished layout was measured at 0 ns. Endpoints with negative setup slack in the final report add up to 0. The minimum setup slack in the final design is ~1.3 ns. The number of max-slew violations in the final report is 0. The normalized max-slew margin is 44.82%.

Final hold analysis gives a worst-case slack of ~0.43 ns. On the final layout, the worst clock skew is between 0.009 and 0.01 ns. At the pin with the least slew margin, the transition time is 0.8276 ns. Setup repair after global routing left no endpoint under its margin. The final tally of hold violations is 0. The post-route clock period utilization is about 72%.

Layout
The area of all placed cells without fillers is ~7200 µm². The post-route netlist has 18.35% of its cells at a drive strength greater than 1. The number of fill cells in the layout is 1958.

The final report lists a non-filler cell total of 853. The core utilization of the finished layout is a little over a third. Between the synthesized netlist and the finished layout, the area growth was recorded as 14.18%.

Clock tree
The buffers inserted during post-CTS setup optimization is 0. After clock tree synthesis, the flow added hold-fix buffers numbering 0. The clock tree synthesis step divided the H-tree into 4 levels. On the worst setup and hold paths after CTS, the clock-pin slew comes to 0.06 ns. The CTS log lists the clock sinks for this run as 132. The number of buffers created by CTS is 17. As reported, the later end of the worst-skew pair has a clock insertion delay of 0.41 ns.

Per the CTS log, the root buffer master is clkbuf_16. The CTS tree is yes. The count of instances resized after the clock tree is built is 0.

The number of buffers on the longest clock path is 2.

Worst setup path
The startpoint class of the critical path is a register. STA lists the maximum fanout along the critical path as 22. The data arrival time of the worst path is 3.70 ns.

The worst setup path is captured at a register. The kind of critical path is reg2reg. STA puts the critical path data required time at 5.00 ns.

Die
The I/O pin total is 9. The die extent in y is 147.4 µm. Per the OpenROAD floorplan log, the width of the die is ~150 µm. The placeable core area is 20490 µm². For this configuration, the core starts out at a cell density of between 30% and 40%.

The die area is 21740 µm². In this run the core area contains 52 standard-cell rows.

Global routing
The sum of overflow across all layers after global routing is 0. The via count of the first global-routing pass is roughly 4400. The first global-routing pass estimated 23730 µm of wire. The largest net degree at the start of global routing is 54. The global router's overall resource usage is 13.82%. The initial antenna violation count came to 0.

Placement
Prior to clock tree synthesis, the placed netlist has a worst setup slack of 1.136 ns. Per the placement report, the placed cell count is 821. The placer's final routability congestion estimate is 0.8581. The number of buffers added on ports is 8. In this run the cell area measured after placement is 6629 µm².

The estimated wirelength of the detail-placed design is 8726 µm.

Routing
The count of unresolved DRC violations after routing is 0. The detail-routed via count per cell is 5.389. In the log, the iteration count for the first detailed-route pass is 7. After detailed routing, the total wire length is 14010 µm.

The number of vias after detailed routing is 4597. The count of inserted antenna diode cells is 0. The post-detailed-route wirelength per cell is between 15 and 20 µm.

The number of antenna-violating nets in the routed design is 0. The number of DRC violations after detailed-routing iteration 0 is 365.

Synthesis
After synthesis, the mean cell area works out to 10.98 µm². Counting every instance in the synthesized netlist gives 578. The synthesis warning total is 7. Per the synthesis report, the dominant area consumer among library cells is dfrtp_1. In the Yosys report the total cell count is 578.

Counting flops with a built-in enable in the synthesized netlist gives 0. The proportion of synthesized flip-flops having asynchronous set or reset is 100.0%. The count of unique library cells instantiated by Yosys is 60. The mapped cell area is ~6300 µm². For reference, the top cells by area after synthesis are dfrtp_1 47%, mux2_2 7.3%, dfstp_2 5.4%, a22oi_1 5.1%, a21oi_1 4.8%. The main flop type is dfrtp_1.

The synthesized flop and latch total is approximately 130. The area recorded from the Yosys report for this design is 6345 µm². The proportion of netlist area held by the largest area contributor is a little under half. For this run, the register share of the synthesized area comes to a little over half.

Power and ir drop
The script extracted a total leakage power of between 3 and 4 nW. Registers are responsible for 37.7% of the overall power. Per the breakdown, switching nets consume about two fifths of all power. The clock power share is 29.7%. The report lists the power per cell area as 634.1 nW/µm². The largest voltage drop on the vdd net is 0.0004764 V. Cell internal power was estimated by the tool at 2.846 mW. The switching power total is 1.748 mW. The final power report lists total power as between 4 and 5 mW. The combinational power share is 32.5%.

Job
Across all stage logs, warnings added up to 31. In this run the maximum-capacitance check reported violations numbering 0.

Hold path
The worst hold path belongs to the class reg2reg.
==> metal layers <==
metal,track usage (%),wire [µm],part of all wire [%],vias up
met4,1.289,106,0.76,0
met3,2.583,507,3.6,6
met5,0,0,0,-
li1,-,-,-,2160
met1,22.32,6954,50,2343
met2,20.64,6443,46,88
==> cell families (layout without fill, tap and decap cells) <==
family	after synthesis	count (layout)	share of synthesized area (%)
flip-flops	132	132	52.32
AND/OR/NAND/NOR	125	125	9.623
XOR/XNOR	11	11	1.518
adder cells (fa/ha/maj)	10	10	1.972
buffers and inverters	55	60	3.905
multiplexers	50	50	8.736
AND-OR/OR-AND	195	195	21.93
==> cells in the final DEF, fill, tap and decap left out, types with 4 or more instances in the layout <==
master | netlist | final
nor2_1 | 22 | 21
xor2_1 | 7 | 7
and2_1 | 5 | 5
o32a_1 | 11 | 11
a22oi_1 | 43 | 43
nor2b_1 | 9 | 9
clkbuf_16 | 0 | 17
buf_4 | 5 | 10
mux2_2 | 41 | 41
a21oi_1 | 61 | 61
xnor2_1 | 4 | 4
nor3_1 | 41 | 40
a2bb2oi_1 | 4 | 4
dfstp_2 | 13 | 13
inv_1 | 10 | 10
ha_1 | 10 | 10
clkdlybuf4s50_1 | 0 | 7
o21ai_0 | 16 | 16
mux2i_1 | 7 | 7
nand3_1 | 10 | 10
nand2_1 | 27 | 27
a22o_1 | 23 | 23
dfrtp_1 | 119 | 119
==> worst max-delay path: stages (launching register included) <==
cell and delay, ns:
dfrtp_1 0.86, mux2_1 0.40, a221o_1 0.34, o21a_1 0.20
a221oi_2 0.24, o211a_2 0.46, a21oi_1 0.24, buf_4 0.28
a22o_1 0.25
==> registers in the layout, indices dropped and copies added, names as in the netlist <==
signal,cells
out_valid,1
quene_dff,30
format_dff,40
counter_dff,4
stack_dff,40
counter_11_dff,4
cur_addr_dff,4
result,1
IN_num_dff,4
cur_state,4
==> synth_stat cells, drive strengths merged (3+ instances only) <==
library cell,n
nand3,10
mux2i,7
and2,5
ha,10
a21oi,61
a22oi,43
dfstp,13
nor2b,9
nand2,28
o21a,3
o21ai,19
dfrtp,119
a211oi,4
a21o,3
nor3,41
xnor2,4
inv,11
nor2,23
buf,21
mux2,43
o32a,11
xor2,7
clkbuf,23
a22o,23
a2bb2oi,4
==> area by class of cell <==
cell class              instances  area [µm²]  area share, %
flip-flops and latches        132        3319          45.82
multi-input cells             391        2785          38.45
clock buffers                  19       442.9          6.114
well taps                     270       337.8          4.663
clock inverters                13       172.7          2.383
repair buffers                 17       145.1          2.003
inverters                      11       41.29         0.5699
==> power groups by stage <==
stage / combinational (mW) / clock, mW / sequential (mW)
finish: 1.49 / 1.37 / 1.73
global route: 1.63 / 1.44 / 1.78
CTS: 1.51 / 1.39 / 1.73
==> worst paths after layout <==
| kind | slack [ns] | to | from | cells after the start |
|---|---|---|---|---|
| setup / recovery | 1.30 | quene_dff[3][1]$_DFFE_PN0P_ | cur_addr_dff[2]$_DFFE_PN0P_ | 8 |
| hold / removal | 0.43 | cur_state[0]$_DFF_PN1_ | cur_state[3]$_DFF_PN0_ | 1 |
| setup reg to reg | 1.30 | quene_dff[3][1]$_DFFE_PN0P_ | cur_addr_dff[2]$_DFFE_PN0P_ | 8 |
| hold reg to reg | 0.43 | cur_state[0]$_DFF_PN1_ | cur_state[3]$_DFF_PN0_ | 1 |
| max in group asynchronous | 3.11 | quene_dff[0][0]$_DFFE_PN1P_ | rst_n | 2 |
| min in group asynchronous | 0.57 | format_dff[5][0]$_DFFE_PN0P_ | rst_n | 1 |
No activity file was given, so power comes from the tool's default toggle rates.
