===== flow/config.mk =====
export PLATFORM = sky130hd
export DESIGN_NAME = CC
export DESIGN_NICKNAME = CC
export VERILOG_FILES = /design/flow/design.v
export SDC_FILE = /design/flow/constraint.sdc
export NUM_CORES = 4
export LEC_CHECK = 1
export CORE_UTILIZATION = 50

===== flow/constraint.sdc =====
current_design CC

set clk_period 85.3
set clk_io_pct 0.2

create_clock -name clk0 -period $clk_period [get_ports {clk}]

set non_clock_inputs [all_inputs -no_clocks]
set_input_delay [expr $clk_period * $clk_io_pct] -clock clk0 $non_clock_inputs
set_output_delay [expr $clk_period * $clk_io_pct] -clock clk0 [all_outputs]

===== flow/design.v =====
module CC(
    clk,
    rst_n,
	in_valid,
	mode,
    xi,
    yi,
    out_valid,
	xo,
	yo
    );
input               clk, rst_n, in_valid;
input       [1:0]   mode;
input       [7:0]   xi, yi;  
output reg          out_valid;
output reg signed [7:0]   xo, yo;
reg current_state, next_state;
reg signed [7:0] X_input, Y_input;
reg signed [7:0] X_ur_dff, X_ul_dff, X_lr_dff, X_ll_dff, Y_ur_dff,Y_ul_dff, Y_lr_dff, Y_ll_dff;
reg [1:0] mode_dff;
reg [7:0] xo_comb, yo_comb;
reg signed [8:0] delta_y,delta_y_dff; 
reg out_valid_comb;
reg signed [7:0] lowerB_r, upperB_r, newlowerB_r; 
parameter IDLE = 1'd0;
parameter Calculation = 1'd1;
reg[2:0] timer, time_dff;
always@(negedge rst_n or posedge clk)begin 
	if(!rst_n)begin
		current_state <= IDLE;
		time_dff <= 0;
	end
	else begin
		time_dff <= timer;
		current_state <= next_state;
	end
end 
always@(*)begin
	timer = time_dff;
	if(current_state == IDLE)begin
		if(in_valid == 1)begin
			timer = time_dff + 1;
		end
		else if(time_dff == 3)begin
			timer = 0;
		end
		else begin
			timer = 0;
		end
		if(time_dff == 3)begin
			next_state = Calculation;
		end
		else begin
			next_state = IDLE;
		end
	end
	else begin
		if(mode_dff == 0)begin
			if(xo == X_ur_dff && yo == Y_ur_dff)begin
				next_state = IDLE;
			end
			else begin
				next_state = Calculation;
			end
		end
		else begin
			next_state = IDLE;
		end 
	end
end
always@(negedge rst_n or posedge clk)begin
	if(!rst_n)begin
		X_ur_dff <= 0;
		X_ul_dff <= 0;
		X_lr_dff <= 0;
		X_ll_dff <= 0;
		Y_ul_dff <= 0;
		Y_ur_dff <= 0;
		Y_ll_dff <= 0;
		Y_lr_dff <= 0;
		mode_dff <= 0;
	end
	else begin
		if(in_valid == 1)begin
			mode_dff <= mode;
			X_lr_dff <= xi;
			X_ll_dff <= X_lr_dff;
			X_ur_dff <= X_ll_dff;
			X_ul_dff <= X_ur_dff;
			Y_lr_dff <= yi;
			Y_ll_dff <= Y_lr_dff;
			Y_ur_dff <= Y_ll_dff;
			Y_ul_dff <= Y_ur_dff;
		end
		else begin
			mode_dff <= mode_dff;
			X_ul_dff <= X_ul_dff; 
			X_ur_dff <= X_ur_dff;
			X_ll_dff <= X_ll_dff;
			X_lr_dff <= X_lr_dff;
			Y_ul_dff <= Y_ul_dff;
			Y_ur_dff <= Y_ur_dff;
			Y_ll_dff <= Y_ll_dff;
			Y_lr_dff <= Y_lr_dff;
		end
	end
end
reg signed [8:0] line1_dy, line1_dx, line2_dy, line2_dx;
reg signed [15:0] area1, area2, area3, area4, area5, area1_reg, area2_reg, area3_reg, area4_reg ;
reg signed [15:0] area5_reg, area5_reg_reg;
reg signed [8:0] lineRD_dy_dff, lineRD_dy;
reg signed [25:0] check_p1,check_p2;
reg signed [7:0] new_check_r, new_input_r_b_reg, new_next_lowerB_r_dff, new_upper_r_dff;
reg signed [17:0] for_round_down;  
wire signed [17:0] for_round_down_comb;
wire signed [17:0] new_upper, new_next_lowerB;
reg flag, flag_dff;
wire signed [7:0] new_input_r_b;
reg signed [7:0] new_input_r;
reg signed [7:0] new_upper_r, new_next_lowerB_r;
assign new_next_lowerB = line1_dy * X_ll_dff + line1_dx * delta_y_dff + line1_dx;
assign new_upper = line2_dy * X_lr_dff + line2_dx * delta_y_dff;
assign for_round_down_comb = (flag == 1)? new_next_lowerB : new_upper;
assign lineRD_dy = (flag == 1)? line1_dy: line2_dy;
assign new_input_r_b =  for_round_down_comb / lineRD_dy ;
always@(posedge clk or negedge rst_n)begin
	if(!rst_n)begin
		new_next_lowerB_r_dff <= 0;
		new_upper_r_dff <= 0; 
		new_input_r_b_reg <= 0;
		flag_dff <= 0;
		lineRD_dy_dff <= 0;
		for_round_down <= 0;
	end
	else begin
		lineRD_dy_dff <= lineRD_dy;
		new_next_lowerB_r_dff <= new_next_lowerB_r;
		new_upper_r_dff <= new_upper_r; 
		new_input_r_b_reg <= new_input_r_b;
		flag_dff <= flag;
		for_round_down <= for_round_down_comb;
	end
end
always@(*)begin
	if(new_input_r_b_reg * lineRD_dy_dff != for_round_down  && for_round_down[17] ^ lineRD_dy_dff[8])begin
		new_input_r = new_input_r_b_reg - 1;
	end
	else begin
		new_input_r = new_input_r_b_reg;
	end
end
assign line1_dx = (mode_dff == 0) ? X_ul_dff - X_ll_dff : X_ul_dff - X_ur_dff;
assign line1_dy = (mode_dff == 0) ? Y_ul_dff - Y_ll_dff : Y_ul_dff - Y_ur_dff;
assign line2_dx = (mode_dff == 0) ? X_ur_dff - X_lr_dff : X_ll_dff - X_lr_dff;
assign line2_dy = (mode_dff == 0) ? Y_ur_dff - Y_lr_dff : Y_ll_dff - Y_lr_dff; 
always@(*)begin
	area1 = 0;
	area2 = 0; 
	area3 =	0;
	area4 = 0;
	area5 = 0;
	if(current_state == Calculation)begin
		if(mode_dff == 0)begin
			area1 = line1_dy * X_ll_dff;
			area2 = line2_dy * X_lr_dff;
			area3 =	(X_ll_dff * Y_lr_dff - X_lr_dff * Y_ll_dff) ;
			area4 =	(X_lr_dff * Y_ul_dff - X_ul_dff * Y_lr_dff) ;
			area5 = 2;
		end
		else if(mode_dff == 1)begin
			area1 = (line1_dy * X_ll_dff - line1_dx * Y_ll_dff);
			area2 = (line1_dy * X_ll_dff - line1_dx * Y_ll_dff); 
			area3 =	(line1_dy * X_ul_dff - line1_dx * Y_ul_dff);
			area4 = line2_dy * line2_dy + line2_dx * line2_dx;
			area5 = line1_dy * line1_dy + line1_dx * line1_dx;
		end
		else begin
			area1 = X_ul_dff - X_ll_dff;
			area2 = Y_ur_dff - Y_lr_dff;
			area3 =	Y_ul_dff - Y_ll_dff;
			area4 =	X_lr_dff - X_ur_dff;
			area5 = (area1 * area2 + area3 * area4) / 2;
		end
	end	
end
always@(negedge rst_n or posedge clk)begin
	if(!rst_n)begin
		xo <= 0;
		delta_y_dff <= 0;
		yo <= 0;
		out_valid <= 0;
	end
	else begin
		delta_y_dff <= delta_y;
		xo <= xo_comb;
		yo <= yo_comb;
		out_valid <= out_valid_comb;
	end
end
reg signed [24:0] temp;
reg check_bool3;
reg signed [24:0] temp_minus;
reg gg;
always@(*)begin
	delta_y = delta_y_dff;
	temp = 0;
	temp_minus = -1 * area5;
	check_p2 = 0;
	flag = 0;
	new_upper_r = new_upper_r_dff;
	new_next_lowerB_r = new_next_lowerB_r_dff;
	if(current_state == Calculation)begin
		out_valid_comb = 1;
		if(mode_dff == 2)begin
			if(area5 > 0)begin
				xo_comb = area5[15:8];
				yo_comb = area5[7:0];
			end
			else begin
				xo_comb = temp_minus[15:8];
				yo_comb = temp_minus[7:0];
			end
		end
		else if(mode_dff == 1)begin
			temp = (area1  - area3 ) * (area1  - area3);
			check_p2 = area4 * area5;
			if(temp > check_p2)begin
				xo_comb = 0;
				yo_comb = 0;
			end
			else if (temp < check_p2)begin
				xo_comb = 0;
				yo_comb = 1;
			end
			else begin
				xo_comb = 0;
				yo_comb = 2;
			end
		end	
		else begin
			if(xo > X_ur_dff - 1 && yo == Y_ul_dff )begin
				out_valid_comb = 0;
			end
			if(out_valid == 1)begin
				if(flag_dff == 1)begin
					new_next_lowerB_r =  new_input_r;
				end
				else begin
					new_upper_r = new_input_r;
				end
				xo_comb = xo + 1;
				yo_comb = yo;
				gg = xo == new_upper_r;
				if(xo == new_upper_r )begin
					xo_comb = new_next_lowerB_r;
					yo_comb = yo + 1;
				end
				if(xo  == new_upper_r - 1 )begin
					delta_y = delta_y_dff + 1;
					flag = 1;
				end
			end
			else begin
				xo_comb = X_ll_dff;
				yo_comb = Y_ll_dff;
			end
		end	
	end
	else begin
		delta_y = 0;
		out_valid_comb = 0;
		xo_comb = 0;
		yo_comb = 0;
	end
end
endmodule 

===== flow/run.sh =====
#!/bin/bash
# OpenROAD 26Q1-2900-gdf79404cd8, Yosys 0.63+post, stock flow scripts
make -C /OpenROAD-flow-scripts/flow DESIGN_CONFIG=/design/flow/config.mk WORK_HOME=/design/flow/orfs finish

==> impl_metrics.ini <==
; yosys + openroad results
[run_status]
status = completed

[layout]
fill_cells = 15810
layout-drive-gt1-share_pct = 4.607
largest_register_ffs = 18
reg.largest.list = for_round_down: 18 flops, delta_y_dff: 9 flops, lineRD_dy_dff: 9 flops
multiInputGateArea_sq_um = 73740
largest_register = for_round_down
flop_area_sq_um = 3705
syn_to_final_growth_pct = 5.618

[floorplanning]
fp_util_pct = 50.42
die_h_microns = 418.1
chipArea_sq_um = 174800
rows = 152
io_pins = 38
coreArea_sq_um = 171700
die_w_microns = 418.1

[yosys]
synth-area-yosys_sq_um = 86590
yosysWarnings = 6
top_cell = inv_1
yosysTopAreaCell = fa_1
async_reset_ff_share_pct = 100.0
edf_count = 0
synthTopCellsByCount = 2130 x inv_1, 1712 x fa_1, 1060 x nand2_1
xor_share_pct = 5.740
top_logic_kind = adder cells
ys_sh_adder_pct = 54.29
syn_area_per_cell_sq_um = 8.653
synth_flops = 148
ys_seq_share_pct = 4.277
ys_sh_mux_pct = 1.494
yosys_cells = 10010
yosys-top-cells-area = fa_1 40%, ha_1 15%, inv_1 9.2%
ys_sh_aoi_pct = 9.025
simple_gate_share_pct = 14.28
top_area_share_pct = 39.58
synthesis.area_sq_um = 86590
synth_top_flop_cell = dfrtp_1
yosysUniqueCellTypes = 108
synth_cells = 10010

[final_timing]
holdWs_ps = 482.8
worst_pin_slew_ps = 1159
post-route-period-util_pct = 67.52
max_slew_margin_pct = 22.46
max_freq_mhz = 17.36
tns_ps = 0
grt_setup_unrepaired = false
drv_slew = 0
finalSetupViolCount = 0
fin_crit_ps = 57590
skew_ps = 21.64
finalHoldViolations = 0

[place]
dpl.hpwl_mm = 237.9
gp_congestion = 1.051
numPortBuffers = 37

[grt]
use_met3_pct = 15.30
grt_max_degree = 56
grt_util_met1_pct = 50.65
grt_remaining_overflow = 0
busiest_layer = met2
grt_use_met2_pct = 51.58
grt_usage_pct = 36.03
grt_pass1_vias = 69730
grt_pass1_wl_mm = 434.8
antenna_found_initial = 10

[drt]
viasPerCell = 5.403
drtIter0Drc = 3710
drtPass1Iterations = 6
vias = 66820
postRouteAntennaNets = 0
post_drt_wl_per_cell_microns = 23.00
drt_wl_total_mm = 284.5
drc_errors = 0

[run]
warning_count = 36
drv_cap = 0

[critical_path]
critPathMaxFanout = 25
crit_path_start_kind = flip-flop
arrival_ps = 58010
critPathRequiredTime_ps = 85720
cpMostUsedCell = o21a_1
critPathKind = flip-flop to flip-flop
worst-r2r-cell-count = 266
slowest_stage = dfrtp_1
critPathCaptureType = flip-flop
critPathMaxStageDelay_ps = 980

[cts]
cts.sinks = 148
postCtsSetupRepairBufs = 0
tritoncts = yes
cts_buffers = 17
h-tree-depth = 4
clkLatencyLatePin_ps = 550
clockRootBuffer = clkbuf_16
clock_path_buffers = 2
path_clk_slew_ps = 80
post_cts_resized = 0
postCtsHoldBufs = 0

[min_path]
hold_class = flip-flop to flip-flop
hold_path_depth = 2
critical path, delay by kind of cell (launching register included):
family	cells	cell delay, ps
AND-OR/OR-AND	151	30490
AND/OR/NAND/NOR	62	10370
adder cells (fa/ha/maj)	26	8990
buffers and inverters	19	3860
XOR/XNOR	3	1490
multiplexers	5	1100
flip-flops	1	980
cells in the final DEF (no fill, tap or decap), types with 14 or more instances in the layout:
master / n
fa_1: 1712
xnor2_1: 405
mux2i_1: 48
o31ai_1: 27
o21ai_0: 335
or3_1: 53
or2_2: 19
nor3b_1: 17
a21boi_0: 28
nor2b_1: 96
nor3_1: 140
xor2_1: 156
and3_1: 25
nand4_1: 33
ha_1: 1016
o21bai_1: 59
o21ai_1: 15
a211oi_1: 14
nand2b_1: 114
buf_4: 275
clkbuf_16: 17
nand2_1: 1060
a21o_1: 138
dfrtp_1: 147
nor4_1: 18
a31oi_1: 34
nand3_1: 61
nor2_1: 799
mux2_2: 59
a21oi_1: 255
inv_1: 2130
and2_1: 238
clkdlybuf4s50_1: 35
conb_1: 45
clkinv_1: 24
o21a_1: 125
o211ai_1: 36
routing by layer:
metal	part of all wire, %	vias up
li1	-	30930
met1	40	33060
met2	44	2362
met3	11	453
met4	5.1	14
met5	0.093	-
kinds of logic (layout without fill, tap and decap cells):
kind of cell | count (synthesis) | after routing
AOI/OAI and AO/OA | 1212 | 1212
xor gates and xnor gates | 564 | 564
adders and majority gates | 2730 | 2730
buffers and inverters | 2503 | 2503
DFF | 148 | 148
muxes | 119 | 119
other | 1 | 51
and+or+nand+nor | 2730 | 2730
stage by stage:
stage | instances | worst slack, ps | util [%] | instance area (sq um)
5_1_grt | 12360 | 21930 | 53.25 | 91440
4_1_cts | 12360 | 27880 | 53.24 | 91430
3_5_place_dp | 12330 | 28130 | 52.91 | 90860
2_1_floorplan | 10050 | 33750 | - | 86750
3_3_place_gp | 12330 | 28630 | 52.91 | 90860
6_report | 12370 | 27710 | 53.25 | 91450
layout make-up:
cell class	instances	share of cell area, %
Multi-Input combinational cell	7400	80.63
Inverter	2159	8.863
Timing Repair Buffer	312	2.665
Sequential cell	148	4.051
Clock inverter	15	0.1519
Antenna cell	6	0.01642
Clock buffer	17	0.4652
Tap cell	2310	3.160
path summary, 6_finish.rpt:
| path | start | end | slack (ps) |
|---|---|---|---|
| worst max-delay path | X_ll_dff[2]$_DFFE_PN0P_ | new_input_r_b_reg[4]$_DFF_PN0_ | 27710 |
| worst min-delay path | new_next_lowerB_r_dff[3]$_DFFE_PN0P_ | new_next_lowerB_r_dff[3]$_DFFE_PN0P_ | 480 |
| min in group asynchronous | rst_n | delta_y_dff[6]$_DFFE_PN0P_ | 16490 |
| max in group asynchronous | rst_n | X_ll_dff[2]$_DFFE_PN0P_ | 66450 |
| worst max register to register | X_ll_dff[2]$_DFFE_PN0P_ | new_input_r_b_reg[4]$_DFF_PN0_ | 27710 |
| worst min register to register | new_next_lowerB_r_dff[3]$_DFFE_PN0P_ | new_next_lowerB_r_dff[3]$_DFFE_PN0P_ | 480 |
